`./run.sh`:
```
#!/bin/bash
# OpenROAD 26Q1-2900-gdf79404cd8, Yosys 0.63+post, stock flow scripts
make -C /OpenROAD-flow-scripts/flow DESIGN_CONFIG=/design/flow/config.mk WORK_HOME=/design/flow/orfs finish
```
`./constraint.sdc`:
```
current_design alu

set clk_period 20.6
set clk_io_pct 0.2

create_clock -name clk0 -period $clk_period

set non_clock_inputs [all_inputs -no_clocks]
set_input_delay [expr $clk_period * $clk_io_pct] -clock clk0 $non_clock_inputs
set_output_delay [expr $clk_period * $clk_io_pct] -clock clk0 [all_outputs]
```
`./design.v`:
```
module alu (
  input  logic [31:0] R1,         
  input  logic [31:0] R2,         
  input  logic  [31:0]  imm_sel,     
  input  logic        immorR2,
  input logic   [31:0] imm,    
  input  logic [31:0] pc,         
  output logic [31:0] alures,     
  output logic [31:0] pcjump,     
  output logic [31:0] pc4,        
  output logic [31:0] addr,       
  output logic [1:0]  addr10      
);
  assign pc4 = pc + 32'd4;
  logic [31:0] immR2_res;
  assign immR2_res = (immorR2) ? R2: imm_sel;
  assign alures = R1 + immR2_res;
  assign addr   = alures >> 2;    
  assign addr10 = alures[1:0];    
  assign pcjump = (R1 + imm) & 32'hFFFF_FFFE;
endmodule
```
`./config.mk`:
```
export PLATFORM = sky130hd
export DESIGN_NAME = alu
export DESIGN_NICKNAME = alu
export VERILOG_FILES = /design/flow/design.v
export SDC_FILE = /design/flow/constraint.sdc
export NUM_CORES = 4
export LEC_CHECK = 1
export CORE_AREA = 10 10 176 176
export DIE_AREA = 0 0 186 186
```
==> results.txt <==
The following summarizes the physical implementation.

Run status
The run finished with clean final reports.

STA
The max-slew violation total from the final report is 0. After layout, the worst path uses between 50% and 60% of the clock period. After layout, the worst setup slack is 8.500 ns. The transition at the pin with the smallest max-transition slack is ~0.83 ns. For this run, the final setup violation count is recorded as 0. Setup repair after global routing left no endpoint under its margin.

The fmax is a little over 0.08 GHz. Counting I/O delays and the setup requirement, the final critical path takes between 10 and 15 ns. Setup total negative slack on the finished layout was measured at 0 ns. The final timing report lists a hold violation count of 0. The headroom to the max-slew limit is between 40% and 50%.

Routing
The remaining number of nets flagged by the antenna check after routing is 0. In this run, the number of DRC markers left after iteration 0 of detailed routing was 172. The routed length per placed instance is roughly 19 µm. For this run, design rule violations remaining after detail routing come to 0. The via count is ~5600.

The first detailed-routing pass took 5 iterations. The via density per instance is 4.541. The total length of routed wires is 22.92 mm.

Die
After floorplanning, the core was sized to cover 0.02703 mm². The overall die height is 186 µm. The full die area is 0.03460 mm². In the floorplan report the effective utilization is roughly 17%.

The floorplan has approximately 60 rows. The die is between 150 and 200 µm wide. The number of primary I/O pins is about 290.

Synth
The synthesis run shows multiplexers occupying 8.036% of the cell area. In the post-synthesis netlist, the biggest area contributors are sky130_fd_sc_hd__ha_1 17%, sky130_fd_sc_hd__xnor2_1 11%, sky130_fd_sc_hd__a21oi_1 8.2%. Of the post-synthesis cell area, the dominant cell type holds roughly 17%. Summing the areas of all xor and xnor instances in the mapped netlist gives approximately 16% of the synthesized area.

The sequential-to-total area share from yosys stat is 0%. The chip area from the yosys synthesis statistics is 0.004593 mm². The library cell occupying the most area in the post-synthesis netlist is sky130_fd_sc_hd__ha_1. The area share of fa/ha/maj cells after synthesis is ~18%. The count of cell types in the netlist is roughly 63. The main kind of combinational logic by area is AND-OR/OR-AND gates. The cell area after synthesis is approximately 0.0046 mm². The total number of yosys warnings is 0.

The yosys cell count is roughly 660. Summing the areas of all and, or, nand and nor instances in the mapped netlist gives between 20% and 30% of the synthesized area. The synthesized area per cell is 6.970 µm². The post-synthesis share of cell area spent on and-or and or-and gates is between 20% and 30%. The gate count after technology mapping is about 660.

Global routing
The global route total overflow is 0. Global routing used around an eighth of the available tracks across all layers. The initial antenna violation count is 1. The pin count of the biggest net entering global routing is 33. The first global-routing pass estimated between 30 and 40 mm of wire. The number of global-route vias before repair is approximately 5600.

Critical path
In this design, the largest share of critical-path delay is due to AND-OR/OR-AND gates. The startpoint class of the critical path is an input pin. The critical path capture point type is an output port. The timing report shows that the slowest cell on the worst path is sky130_fd_sc_hd__clkdlybuf4s50_1. Listed in order, past its start point the critical path passes buf_2 > buf_4 > mux2_2 > ha_1 > fa_1 > a21o_1 > a311oi_1 > o21ai_1 > o22ai_2 > a41oi_1 > a211oi_1 > xnor2_1 > clkdlybuf4s50_1. The largest single stage delay on the critical path is between 0.5 and 0.6 ns.

The data required time at the worst endpoint is between 15 and 20 ns. The critical path runs through a total of 13 cells. The type of the worst setup path is input pin to output port.

Per the timing report, the biggest fanout along the worst path comes to 32. The critical path buffer and inverter count is 3. The arrival time of data at the critical path endpoint is around 8.0 ns.

Clocking
In this run, post-CTS hold repair placed 0 buffers. Post-CTS repair changed the size of 0 cells. In this run the post-CTS setup repair buffer count came out at 0.

Placement
The post-placement cell area is between 0.007 and 0.008 mm². The pre-CTS setup slack is about 8.5 ns. As logged by OpenROAD, the buffers inserted on ports number ~280. Detailed placement ended at an HPWL of approximately 21 mm. The last weighted congestion value of the routability-driven placer is between 0.9 and 1.

Power and ir drop
The largest voltage drop on the vdd net is between 0.01 and 0.015 mV. For this design the ratio of total power to cell area is between 30 and 40 mW/mm². For this design the static power due to leakage is 0.002887 µW. The clock network fraction of total power is 0%.

The sum of internal, switching and leakage power is 280.7 µW. The internal power of the cells is 167.0 µW. The combinational cell fraction of total power is 100.0%.

The power report puts the net switching power at between 100 and 150 µW. The share of total power consumed by net switching is between 40% and 50%. The share of power burned in registers is 0%.

Run
The stage-log warning count is 32. The count of maximum capacitance violations is 0.

Final layout
Summing all non-filler instances in the final layout gives an area of between 0.007 and 0.008 mm². Ranking logic cells in the layout by count gives the top entries 283 x sky130_fd_sc_hd__clkdlybuf4s50_1, 75 x sky130_fd_sc_hd__a21oi_1, 62 x sky130_fd_sc_hd__ha_1. After layout, the clock buffer instance count stands at 0. The design has 0 sequential cells.

The dominant logic cell type in the layout is sky130_fd_sc_hd__clkdlybuf4s50_1. The sequential cell area in the final layout is 0 µm². In the final layout, the share of cells above drive strength 1 is 4.961%. Compared with the post-synthesis result, the final layout area differs by 63.52%. The filler cell count is 2906.

Worst hold path
The hold-critical path depth is 0. Note that the worst hold path type here is input pin to output port.
layout make-up:
| cell class | count | area (µm²) | share of cell area (%) |
|---|---|---|---|
| antenna | 1 | 2.502 | 0.03332 |
| inverter | 14 | 52.55 | 0.6997 |
| multi-input combinational | 588 | 4184 | 55.71 |
| tap | 341 | 426.7 | 5.680 |
| timing repair buffer | 285 | 2845 | 37.88 |
metal layers:
metal  vias to the layer above  wire length (µm)  global-route usage [%]
met2                       118             12610                   23.86
met4                         0               203                  0.9997
li1                       2852                 -                       -
met3                        10               920                  0.9911
met5                         -                 0                       0
met1                      2601              9188                   15.33
final timing paths:
kind | endpoint | slack, ns | from
max | alures[26] | 8.50 | immorR2
min | pc4[0] | 8.24 | pc[0]
stage by stage:
stage,hold slack [ns],utilization (%),instances
6_report,8.240,27.79,1229
5_1_grt,8.240,27.79,1229
4_1_cts,8.240,27.78,1228
3_5_place_dp,8.240,27.78,1228
3_3_place_gp,8.240,27.78,1228
2_1_floorplan,8.249,-,661
cells in the mapped netlist (4+ instances only):
library cell,instances
sky130_fd_sc_hd__nand4_1,16
sky130_fd_sc_hd__nor2b_1,8
sky130_fd_sc_hd__a21oi_1,75
sky130_fd_sc_hd__buf_4,37
sky130_fd_sc_hd__nand2_1,60
sky130_fd_sc_hd__and3_1,7
sky130_fd_sc_hd__nor4_1,5
sky130_fd_sc_hd__nor3_1,12
sky130_fd_sc_hd__nand2b_1,7
sky130_fd_sc_hd__xor2_1,25
sky130_fd_sc_hd__mux2_2,31
sky130_fd_sc_hd__o21ai_0,37
sky130_fd_sc_hd__and2_1,4
sky130_fd_sc_hd__ha_1,62
sky130_fd_sc_hd__a21o_1,19
sky130_fd_sc_hd__a31oi_1,9
sky130_fd_sc_hd__o31ai_1,4
sky130_fd_sc_hd__nor2_1,45
sky130_fd_sc_hd__o21a_1,4
sky130_fd_sc_hd__xnor2_1,58
sky130_fd_sc_hd__inv_1,14
sky130_fd_sc_hd__a211o_1,5
sky130_fd_sc_hd__clkbuf_1,19
sky130_fd_sc_hd__or3_1,4
sky130_fd_sc_hd__o21bai_1,9
sky130_fd_sc_hd__nand3_1,25
logic make-up (layout without fill, tap and decap cells):
| family | count (synthesis) | in the layout |
|---|---|---|
| adders and majority gates | 64 | 64 |
| xor gates and xnor gates | 83 | 83 |
| AOI/OAI and AO/OA | 197 | 197 |
| muxes | 33 | 33 |
| and+or+nand+nor | 208 | 208 |
| buffers and inverters | 73 | 299 |
| other | 1 | 4 |
power groups by stage:
stage / logic, µW / registers [µW] / clock network [µW]
after CTS: 286 / 0 / 0
after global routing: 308 / 0 / 0.00000650
final: 281 / 0 / 0.00000650
No activity file was given, so power comes from the tool's default toggle rates.

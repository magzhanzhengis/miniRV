File: ./design.v
module writeback (
  input  logic [31:0] alures,      
  input  logic [31:0] ramout,       
  input  logic [1:0]  addr10,       
  input  logic [31:0] lui,          
  input  logic [31:0] pc4,     
  input  logic        lwlbu,     
  input  logic        isload,       
  input  logic        is_lbu,         
  input  logic        islui,         
  input  logic        jumpornot,     
  output logic [31:0] wdata
);
  logic [31:0] load_value;
  always_comb begin
    if (lwlbu) begin
      case (addr10)
        2'd0: load_value = {24'd0, ramout[7:0]};
        2'd1: load_value = {24'd0, ramout[15:8]};
        2'd2: load_value = {24'd0, ramout[23:16]};
        2'd3: load_value = {24'd0, ramout[31:24]};
      endcase
    end else begin
      load_value = ramout;  
    end
  end
  logic [31:0] alu_or_load;
  assign alu_or_load = isload ? load_value : alures;
  logic [31:0] lui_or_prev;
  assign lui_or_prev = islui ? lui : alu_or_load;
  assign wdata = jumpornot ? pc4 : lui_or_prev;
endmodule
File: ./run.sh
#!/bin/bash
# OpenROAD 26Q1-2900-gdf79404cd8, Yosys 0.63+post, stock flow scripts
make -C /OpenROAD-flow-scripts/flow DESIGN_CONFIG=/design/flow/config.mk WORK_HOME=/design/flow/orfs finish
File: ./config.mk
export PLATFORM = sky130hd
export DESIGN_NAME = writeback
export DESIGN_NICKNAME = writeback
export VERILOG_FILES = /design/flow/design.v
export SDC_FILE = /design/flow/constraint.sdc
export NUM_CORES = 4
export LEC_CHECK = 1
export CORE_UTILIZATION = 30
File: ./constraint.sdc
current_design writeback

set clk_period 2.4
set clk_io_pct 0.2

create_clock -name clk0 -period $clk_period

set non_clock_inputs [all_inputs -no_clocks]
set_input_delay [expr $clk_period * $clk_io_pct] -clock clk0 $non_clock_inputs
set_output_delay [expr $clk_period * $clk_io_pct] -clock clk0 [all_outputs]
==> Slide: Implementation Results <==
Run Summary

Outcome
  – Result of the run: finished clean

GRT
  – Global-route met1 utilization: 41.3%
  – Most used routing layer in global routing: met2
  – Met2 routing resource usage after global routing: 44.8%
  – Global-route track usage on met3: 2.77%
  – Antenna violations before repair: 0
  – Largest net degree at the start of global routing: 35
  – Overall Global Routing Usage: 27.5%
  – Vias in the first global route: between 2000 and 2500
  – Remaining global-route overflow: 0
  – Wire length of the first global-routing pass: 10900 um

Cells and area
  – Count of clock-net buffers in the final layout: 0
  – Final cell utilization of the core: 76.5%
  – Number of flip-flops and latches: 0
  – Ratio of cells with drive above 1 in the final layout: 27.2%
  – Area taken by flip-flops and latches: 0 um2
  – Post-route cell area: 3380 um2
  – Signed area change from the synthesized netlist to the final layout: 141%

Power
  – Relative contribution of sequential cells to total power: 0%
  – Cell Pwr Density: 177 nW/um2
  – Net switching power figure: 0.000203 W
  – Net switching fraction of the power: 33.9%
  – Leakage: 1.37 nW
  – Portion of total power attributed to the clock network: 0%
  – Maximum vdd drop: 0.131 mV
  – Design internal power: 0.000396 W
  – Combinational cell fraction of total power: 100.0%

Floorplan
  – Chip area: 4950 um2
  – Effective utilization at floorplan: 31.7%
  – Die width: around 70 um
  – Floorplan core area: 4410 um2
  – Vert. Die Dim: ~70 um
  – Row Count: 24
  – I/O Pins: 167

Logic synthesis
  – Syn Inst Count: between 150 and 200
  – Total cells reported by yosys after synthesis: 177
  – Synthesis area per yosys: 1400 um2
  – Mean Syn Cell Area: 7.92 um2
  – Synth Cell Area: 1400 um2
  – Share of the yosys chip area belonging to registers: 0%
  – Synthesis warning total: 1
  – Count of cell types in the netlist: 29

Timing
  – Achievable clock frequency: 423 MHz
  – Final critical delay including setup and external delays: between 2000 and 2500 ps
  – Setup Viol. Count Final: 0
  – Worst setup slack after layout: 35.5 ps
  – Hold Slack: 1440 ps
  – Share of the cycle needed by the critical path after routing: 98.5%
  – Worst slew margin relative to its limit: approximately four fifths
  – Hold Fails Final Rpt: 0
  – Slew at the pin closest to its max-slew limit: 310 ps
  – Max-slew violation total from the final report: 0
  – Unrepaired setup endpoints after global routing: yes

Detailed routing
  – First DRT Iteration DRCs: 85
  – Drt wl/cell: 17.2 um
  – Drt total wl: 7000 um
  – Drc violations: 0
  – Routed vias: 2225
  – Diodes inserted: 0
  – First-pass iteration count of the detailed router: 4
  – Detail Route Antenna Nets: 0
  – Post-detailed-route via-to-cell ratio: 5.45

Worst setup path
  – Number of buffer and inverter stages on the critical path: 2
  – Slowest CP cell: sky130_fd_sc_hd__clkdlybuf4s50_1
  – Type of origin of the critical path: input pin
  – Crit path max fanout: 2
  – Critical-path cell list: clkdlybuf4s50_1 -> mux2_2 -> o22ai_2 -> o22ai_2 -> clkdlybuf4s50_1
  – Required arrival time at the worst endpoint: 1920 ps
  – Data arrival time at the worst-slack endpoint: 1880 ps
  – Crit Path Category: input pin to output port
  – Family of cells with the greatest summed delay on the critical path: buffers and inverters
  – Endpoint kind of the worst setup timing path: output port
  – Largest stage delay, worst path: 450 ps

Placed design
  – Area after detailed placement: roughly 3200 um2
  – Weighted congestion reported at the end of routability-driven placement: ~0.83
  – Setup WS pre-CTS: -363 ps
  – DP Wirelength: roughly 5500 um
  – Port Buffer Count: 166

CTS
  – Cts hold-fix bufs: 0

Worst hold path
  – Tightest Hold Check Type: input pin to output port

Job
  – Number of logged tool warnings: 35
  – Maxcap violations: 0
==> cells by family after synthesis <==
family,share of synthesized area (%)
buffers and inverters,10.9
AND/OR/NAND/NOR,21.7
AND-OR/OR-AND,61.1
multiplexers,6.34
==> path summary, 6_finish.rpt <==
kind,start,endpoint,cells after the start
setup / recovery,ramout[28],wdata[4],5
hold / removal,ramout[27],wdata[27],4
==> metal layers <==
metal  vias up  routed length [um]  part of all wire (%)
li1       1082                   -                     -
met2       112                3280                    47
met4         0                  23                  0.33
met5         -                   0                     0
met1      1027                3120                    45
met3         4                 581                   8.3
==> through the flow <==
stage / total power, W / setup TNS, ps / cells
floorplan: 0.000201 / 0 / 177
global placement: 0.000588 / -9510 / 401
detailed placement: 0.000591 / -10010 / 401
CTS: 0.000591 / 0 / 407
global route: 0.000643 / -44.8 / 408
finish: 0.000599 / 0 / 408
==> final cells by class <==
cell class	instances	area, um2
timing repair buffer	199	1990
multi-input combinational	155	1320
fill	348	1040
tap	52	65.1
inverter	2	7.51
==> cell usage after synthesis <==
cell	n	area [um2]
sky130_fd_sc_hd__o21a_1	1	7.51
sky130_fd_sc_hd__a221oi_1	10	87.6
sky130_fd_sc_hd__nand2b_1	2	12.5
sky130_fd_sc_hd__nor2b_1	7	43.8
sky130_fd_sc_hd__o31ai_2	20	250
sky130_fd_sc_hd__clkbuf_4	1	7.51
sky130_fd_sc_hd__o311ai_0	1	8.76
sky130_fd_sc_hd__buf_12	2	40.0
sky130_fd_sc_hd__and3_2	1	7.51
sky130_fd_sc_hd__inv_1	1	3.75
sky130_fd_sc_hd__mux2_2	7	78.8
sky130_fd_sc_hd__nor2_1	26	97.6
sky130_fd_sc_hd__o22ai_1	14	87.6
sky130_fd_sc_hd__a211oi_1	1	7.51
sky130_fd_sc_hd__inv_2	1	3.75
sky130_fd_sc_hd__buf_4	7	52.6
sky130_fd_sc_hd__and3b_2	1	10.0
sky130_fd_sc_hd__nand2_1	25	93.8
sky130_fd_sc_hd__nor3b_1	1	7.51
sky130_fd_sc_hd__o221ai_1	7	61.3
sky130_fd_sc_hd__and2b_1	1	7.51
sky130_fd_sc_hd__and2b_4	1	10.0
sky130_fd_sc_hd__a221oi_2	20	300
sky130_fd_sc_hd__and2_1	1	6.26
sky130_fd_sc_hd__nand3b_1	1	7.51
sky130_fd_sc_hd__clkbuf_1	4	15.0
sky130_fd_sc_hd__o31ai_1	6	45.0
sky130_fd_sc_hd__mux2i_1	1	10.0
sky130_fd_sc_hd__buf_2	6	30.0
==> placed cells by master (no fill, tap or decap), drive strengths merged <==
master	synthesis	layout
clkdlybuf4s50	0	132
buf	15	36
a221oi	30	30
nor2	26	26
o31ai	26	26
nand2	25	25
dlygate4sd2	0	23
o22ai	14	14
nor2b	7	7
o221ai	7	7
mux2	7	7
dlymetal6s2s	0	6
nand2b	2	2
inv	2	2
and2b	2	2
clkdlybuf4s15	0	2
and3b	1	1
a211oi	1	1
mux2i	1	1
and3	1	1
o21a	1	1
o311ai	1	1
and2	1	1
nor3b	1	1
nand3b	1	1
==> power groups by stage <==
| stage | Combinational (W) | Clock [W] | Sequential [W] |
|---|---|---|---|
| finish | 0.000599 | 0 | 0 |
| CTS | 0.000591 | 0 | 0 |
| global route | 0.000643 | 0 | 0 |
==> repair_timing <==
item	4_1_cts	5_1_grt
setup endpoints to repair	32	11
cloned	1	0
endpoints found under the hold margin	0	0
resized	41	16
setup buffers	5	1
pin swaps	13	8
Power figures rest on the tool's default switching activity, not on a simulated workload.

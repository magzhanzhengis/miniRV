==> design/flow/design.v <==
module regfile #(
  parameter int NREGS = 16    
) (
  input  logic        clk,
  input  logic        rst,        
  input  logic        we,       
  input  logic [$clog2(NREGS)-1:0] rs1,
  input  logic [$clog2(NREGS)-1:0] rs2,
  input  logic [$clog2(NREGS)-1:0] rd,
  input  logic [31:0] wdata,
  output logic [31:0] rdata1,
  output logic [31:0] rdata2,
  output logic [31:0] dbg_R10   
);
  logic [31:0] regs [0:NREGS-1];
  always_comb begin
    rdata1 = (rs1 == '0) ? 32'd0 : regs[rs1];
    rdata2 = (rs2 == '0) ? 32'd0 : regs[rs2];
  end
  assign dbg_R10 = regs[10];
  integer i;
  always_ff @(posedge clk) begin
    if (rst) begin
      for (i = 0; i < NREGS; i++) regs[i] <= 32'd0;
    end else begin
      if (we && (rd != '0)) begin
        regs[rd] <= wdata;
      end  
    end
  end
endmodule
==> design/flow/run.sh <==
#!/bin/bash
# OpenROAD 26Q1-2900-gdf79404cd8, Yosys 0.63+post, stock flow scripts
make -C /OpenROAD-flow-scripts/flow DESIGN_CONFIG=/design/flow/config.mk WORK_HOME=/design/flow/orfs finish
==> design/flow/config.mk <==
export PLATFORM = sky130hd
export DESIGN_NAME = regfile
export DESIGN_NICKNAME = regfile
export VERILOG_FILES = /design/flow/design.v
export SDC_FILE = /design/flow/constraint.sdc
export NUM_CORES = 4
export LEC_CHECK = 1
export CORE_UTILIZATION = 40
==> design/flow/constraint.sdc <==
current_design regfile

set clk_period 15.1
set clk_io_pct 0.2

create_clock -name clk0 -period $clk_period [get_ports {clk}]

set non_clock_inputs [all_inputs -no_clocks]
set_input_delay [expr $clk_period * $clk_io_pct] -clock clk0 $non_clock_inputs
set_output_delay [expr $clk_period * $clk_io_pct] -clock clk0 [all_outputs]
==> metrics.sh <==
TOTALPOWERFINAL_W=0.00326
LAYOUT_SETUP_WS_NS=5.85
OPENROAD.WARNINGS=25
IRDROPWORSTVDD_uV=86.4
OUTCOME='finished, final reports clean'
DIE-AREA_UM2=64900
ANTENNA_VIOLATIONS_BEFORE_REPAIR=2
CTS_ROOT_BUF='sky130_fd_sc_hd__clkbuf_16'
NUMBER_OF_SYNTHESIZED_FLOPS_WITH_AN_ENABLE_PIN=481
START_KIND='input port'
GRTUSAGETOTAL_PCT=27.8
FINAL_MIN_PERIOD_OVER_CLOCK_PERIOD_PCT=61.2
H-TREE-DEPTH=2
HPWL_UM=44000
MAX_STAGE_DELAY_NS=0.70
DIE.SIZE.X_UM=255
SETUP_VIOL=0
WORSTHOLDSTART='wdata[14]'
MUX_AREA_SHARE_PCT=19.4
IO_PINS=143
DETAILEDROUTE.FIRSTPASSITERATIONCOUNT=5
SHARE_CLK_OF_TOTAL_POWER_PCT=38.8
TIMING.CRITICAL_PATH.TO_TYPE='output port'
DR_TOTAL_VIAS=16000
DISTINCT_LIB_CELLS=34
YOSYS.STAT.CHIPAREA_UM2=25600
FLOW.AREA_GROWTH_FROM_SYNTHESIS_PCT=15.0
STATIC-LEAKAGE-POWER_nW=10.0
TIMING_WORST_SETUP_PATH_TYPE='input port to output port'
TOP_CELLS_BY_AREA='sky130_fd_sc_hd__edfxtp_1 (56%), sky130_fd_sc_hd__mux4_2 (14%), sky130_fd_sc_hd__and2_1 (12%)'
SYNTHESIS.AREA_PER_INSTANCE_UM2=14.4
RSZ_0062_RAISED_AFTER_GLOBAL_ROUTING='no'
SLEW_WORST_PIN_NS=0.937
YOSYS_WARNINGS=1
POWER.DENSITY_nW_PER_UM2=111
WIRE_PER_INST_UM=29.8
SYNTH-XOR-AREA-SHARE_PCT=0
FIRST_PASS_GRT_WIRE_LENGTH_UM=118000
CLOCK.FMAX_GHz=0.108
SYNTH_STAT.CELLS=1778
PLACEMENT.SETUP.WORST_SLACK_NS=5.87
SWITCHINGPOWER_W=0.000768
HOLDCRITPATHCLASS='input port to register'
TOP_REGISTER='regs'
CLK_PIN_SLEW_WORST_PATHS_NS=0.06
GLOBALPLACE.CONGESTION=0.868
SYNTH-ASYNC-RESET-RATIO_PCT=0
DRV.MAX_CAP_VIOLATION_COUNT=0
GRT_START_MAX_NET_PINS=83
FP-ROW-COUNT=92
CTS_TREE='built'
MAXSLEWVIOLCOUNT=0
CORE-AREA_UM2=63100
GRT_REMAINING_OVERFLOW=0
CRITPATHREQUIREDTIME_NS=12.08
SYNTH_ADDER_AREA_SHARE_PCT=0
DRT-TOTAL-WL_UM=81200
TOTALNEGATIVESETUPSLACK_NS=0
CRIT_PATH_FREQUENT_CELL='sky130_fd_sc_hd__buf_4'
STARTPOINT='rs1[1]'
SYNTH.TOP_CELL.AREA_SHARE_PCT=56.5
DRTITER0DRC=1005
DRIVE_GT1_SHARE_PCT=20.5
PLACEMENT.IO_BUFFERS=142
REG.LARGEST.LIST='regs: 481 flops'
CELLINTERNALPOWER_W=0.00249
FIRST_GLOBAL_VIAS=17600
CRITICAL_PATH.SLOWEST_CELL='sky130_fd_sc_hd__buf_4'
FINALHOLDVIOLCOUNT=0
CTS_SETUP_BUFFERS=0
POST_SYNTH_MAIN_LOGIC_FAMILY='multiplexers'
ANT_NETS=0
DEPTH_OF_THE_WORST_HOLD_TIMING_PATH=2
WORSTPATHMAXFANOUT=42
WORST_SLEW_MARGIN_RELATIVE_TO_ITS_LIMIT_PCT=37.4
FINAL.HOLD.WORST_SLACK_NS=3.39
SYNTH.CELL_AREA_UM2=25600
CTS-BUFFERS-INSERTED=53
DETAIL_ROUTE.VIAS_PER_CELL=5.88
COMBPWRFRAC_PCT=12.5
NETLIST.TOP_CELL.BY_AREA='sky130_fd_sc_hd__edfxtp_1'
CTS-ROOT-TO-SINK-BUFFERS=3
SYNTH_TOP_FLOP_CELL='sky130_fd_sc_hd__edfxtp_1'
CTS_RESIZED=0
FP_UTIL_PCT=40.5
TIMING.FINAL.CRIT_PERIOD_NS=9.25
HOLDPATHEND='regs[4][14]$_SDFFCE_PN0P_'
DIE_H_UM=255
SINK_COUNT=481
SW_RATIO_PCT=23.6
NETLIST_INSTANCES=1778
REGISTER_BIT_COUNT_REPORTED_BY_YOSYS=481
COMPOUND_AREA_SHARE_PCT=6.28
DRC_ERRORS=0
POST_CTS_HOLD_BUFFER_COUNT=0
SYNTH-SIMPLE-AREA-SHARE_PCT=14.8
CRITICAL_PATH.CELL_CHAIN='buf_8, buf_4, buf_4, mux4_2, o22a_1, o31a_1, clkdlybuf4s50_1'
POWER.SEQUENTIAL.FRACTION_PCT=48.7
NUMBER_OF_FLIP_FLOPS_IN_THE_LARGEST_REGISTER=481
CRITICAL_PATH_ARRIVAL_NS=6.23
YS_SEQ_SHARE_PCT=56.5
FINALCOREUTILIZATION_PCT=46.6
==> layout make-up <==
| cell class | instances | area (um^2) |
|---|---|---|
| fillers | 5388 | 33700 |
| flip-flops and latches | 481 | 14400 |
| multi-input cells | 1114 | 10400 |
| repair buffers | 194 | 1810 |
| clock buffers | 72 | 1440 |
| well taps | 846 | 1060 |
| clock inverters | 20 | 219 |
| inverters | 1 | 3.75 |
| diodes | 1 | 2.50 |
==> Yosys cell counts (2+ instances only) <==
master / n
sky130_fd_sc_hd__o22a_1: 29
sky130_fd_sc_hd__nand3b_1: 2
sky130_fd_sc_hd__mux2i_1: 64
sky130_fd_sc_hd__nor2b_1: 39
sky130_fd_sc_hd__nand2b_1: 5
sky130_fd_sc_hd__buf_1: 3
sky130_fd_sc_hd__o31a_1: 29
sky130_fd_sc_hd__a221o_1: 32
sky130_fd_sc_hd__a311oi_1: 2
sky130_fd_sc_hd__nor2_1: 45
sky130_fd_sc_hd__nand2_1: 6
sky130_fd_sc_hd__and2_1: 481
sky130_fd_sc_hd__nor3_1: 36
sky130_fd_sc_hd__mux2_2: 65
sky130_fd_sc_hd__buf_4: 4
sky130_fd_sc_hd__mux4_2: 159
sky130_fd_sc_hd__edfxtp_1: 481
sky130_fd_sc_hd__a21oi_1: 2
sky130_fd_sc_hd__a22oi_1: 29
sky130_fd_sc_hd__a221oi_1: 32
sky130_fd_sc_hd__o22ai_1: 33
sky130_fd_sc_hd__buf_6: 6
sky130_fd_sc_hd__buf_2: 33
sky130_fd_sc_hd__a2111oi_0: 2
sky130_fd_sc_hd__or2_2: 15
sky130_fd_sc_hd__clkbuf_1: 136
==> critical path: cells and delay by family <==
family	cells	cell delay, ns
compound gates	2	0.36
mux	1	0.60
buf+inv	4	2.11
==> cells in the final DEF, fill, tap and decap left out, drive strengths merged <==
master           n
nand2            6
nor2b           39
edfxtp         481
diode            1
mux2i           64
a311oi           2
a221oi          32
a2111oi          2
mux4           159
and2           481
o31ai            1
nor4             1
clkinv          14
conb             1
nor3            36
inv              2
nand2b           5
a22o             1
bufinv           5
a21oi            2
clkdlybuf4s50  134
nand3            1
o22a            29
clkbuf          73
a22oi           29
mux2            65
buf             59
nor2            45
o31a            29
a21o             1
o22ai           33
a221o           32
nand3b           2
or2             15
o21ai            1
==> stage by stage <==
step	area, um^2	cells
2_1_floorplan	25600	1778
3_3_place_gp	27800	2636
3_5_place_dp	27800	2636
4_1_cts	29400	2728
5_1_grt	29400	2728
6_report	29400	2729
==> metal layers <==
layer	track usage [%]	share of wire, %
met5	4.14	0.30
met4	5.03	2.2
met3	21.1	18
met2	39.0	45
met1	35.5	35
==> logic make-up (layout without fill, tap and decap cells) <==
kind of cell | count (synthesis) | count (layout)
AOI/OAI and AO/OA | 194 | 194
muxes | 288 | 288
other | 1 | 2
DFF | 481 | 481
and+or+nand+nor | 631 | 631
buffers and inverters | 183 | 287
==> power groups by stage <==
stage / combinational (W) / clock, W / sequential [W]
4_1_cts: 0.000408 / 0.00128 / 0.00159
5_1_grt: 0.000435 / 0.00134 / 0.00160
6_report: 0.000407 / 0.00126 / 0.00159
==> worst max path at each step <==
stage	cells past startpoint	slack, ns	end
finish	7	5.85	rdata1[27]
global route	7	5.70	rdata1[27]
CTS	7	5.86	rdata1[27]
Power and IR drop assume default switching activity.
